==> design/flow/design.v <==
`timescale 1ns / 1ps
module Bit_counting(input ACLK,
						  input ARESETN,
						  input start,
						  input LoadA,
						  input [7:0] A,
						  output done,
						  output [2:0] B
						  );
	reg [7:0] A_temp;
	reg [7:0] A_reg;
	reg [2:0] add1;
	reg [2:0] add1_temp;
	reg [2:0] B_temp;
	reg [2:0] B_reg;
	reg done_reg;
	reg loadA, shiftA, loadB, addB;
	parameter IDLE				= 2'b00,
				 Load_Data		= 2'b01,
				 Bit_Counting	= 2'b10,
				 Finish			= 2'b11;
	reg [1:0] current_state, next_state;
	wire Z;
	always @(posedge ACLK or negedge ARESETN) begin
		if(!ARESETN)
			current_state <= IDLE;
		else
			current_state <= next_state;
	end
	always @(*) begin
		case(current_state)
			IDLE: begin
				if(ARESETN)
					next_state <= Load_Data;
				else
					next_state <= IDLE;
			end
			Load_Data: begin
				if(LoadA && start)
					next_state <= Bit_Counting;
				else
					next_state <= Load_Data;
			end
			Bit_Counting: begin
				if(Z)
					next_state <= Finish;
				else
					next_state <= Bit_Counting;
			end
			Finish: begin
				if(!start)
					next_state <= IDLE;
				else
					next_state <= Finish;
			end
		endcase
	end
	always @(*) begin
		case(current_state)
			IDLE: begin
				loadA		<= 1'b0;
				shiftA	<= 1'b0;
				loadB		<= 1'b0;
				addB		<= 1'b0;
			end
			Load_Data: begin
				loadA		<= 1'b1;
				shiftA	<= 1'b0;
				loadB		<= 1'b1;
				addB		<= 1'b0;
			end
			Bit_Counting: begin
				loadA		<= 1'b0;
				shiftA	<= 1'b1;
				loadB		<= 1'b0;
				addB		<= 1'b1;
			end
			Finish: begin
				loadA		<= 1'b0;
				shiftA	<= 1'b0;
				loadB		<= 1'b0;
				addB		<= 1'b0;
			end
		endcase
	end
	assign a0 = (A_reg[7] == 1'b1)? 1'b1:1'b0;
	assign Z  = (A_reg == 8'b0)? 1'b1:1'b0;
	always @(*) begin
		if(loadA)
			A_temp <= A;
		else
			A_temp <= 8'b0;
	end
	always @(posedge ACLK) begin
		if(LoadA)
			A_reg <= A_temp;
		if(shiftA)
			A_reg <= A_reg << 1;
	end
	always @(*) begin
		if(a0)
			add1 <= B_reg + 3'd1;
		else
			add1 <= B_reg;
	end
	always @(*) begin
		if(addB)
			add1_temp <= add1;
		else
			add1_temp <= B_reg;
	end
	always @(posedge ACLK) begin
		if(loadB)
			B_reg <= 3'd0;
		else
			B_reg <= add1_temp;
	end
	always @(posedge ACLK or negedge ARESETN) begin
		if(!ARESETN) begin
			done_reg <= 1'b0;
			B_temp <= 3'd0;
		end
		else
			if(current_state == Finish) begin
				B_temp <= B_reg;
				done_reg <= 1'b1;
			end
	end
	assign B = B_temp;
	assign done = done_reg;	
endmodule
==> design/flow/run.sh <==
#!/bin/bash
# OpenROAD 26Q1-2900-gdf79404cd8, Yosys 0.63+post, stock flow scripts
make -C /OpenROAD-flow-scripts/flow DESIGN_CONFIG=/design/flow/config.mk WORK_HOME=/design/flow/orfs finish
==> design/flow/config.mk <==
export PLATFORM = sky130hd
export DESIGN_NAME = Bit_counting
export DESIGN_NICKNAME = Bit_counting
export VERILOG_FILES = /design/flow/design.v
export SDC_FILE = /design/flow/constraint.sdc
export NUM_CORES = 4
export LEC_CHECK = 1
export CORE_AREA = 10 10 79 79
export DIE_AREA = 0 0 89 89
==> design/flow/constraint.sdc <==
current_design Bit_counting

set clk_period 1.9
set clk_io_pct 0.2

create_clock -name clk0 -period $clk_period [get_ports {ACLK}]

set non_clock_inputs [all_inputs -no_clocks]
set_input_delay [expr $clk_period * $clk_io_pct] -clock clk0 $non_clock_inputs
set_output_delay [expr $clk_period * $clk_io_pct] -clock clk0 [all_outputs]
==> flow_summary.rst <==
Run summary
-----------

.. list-table::
   :header-rows: 1

   * - Metric
     - Value
   * - Status
     - finished clean
   * - Max-capacitance violation count
     - 0
   * - # H-tree levels
     - 1
   * - Number of placement rows
     - 25
   * - Iteration count of the initial detailed-routing pass
     - 4
   * - Pins over their slew limit
     - 0
   * - Fraction of power spent switching nets
     - 0.3038
   * - Yosys synthesis warning count
     - 2
   * - Post CTS Setup Buffer Count
     - 0
   * - Maximum fanout along the worst path
     - 8
   * - DR WL/cell
     - 12.43 um
   * - Leakage power
     - 0.4167 nW
   * - Remaining design rule violation count
     - 0
   * - Post-Route Hold Slack
     - 0.3545 ns
   * - Floorplan utilization
     - 0.1772
   * - Synth unique cells
     - 24
   * - Mean instance size in the synthesized netlist
     - 14.24 sq um
   * - Final Hold Fails
     - 0
   * - Internal power
     - 0.9781 mW
   * - Final Cycle Share
     - 0.8441
   * - Maximum VDD drop
     - 0.4285 mV
   * - Number of buffers between clock root and the deepest sink
     - 2
   * - Post-CTS sizing
     - 0
   * - Width of the die
     - 89 um
   * - TritonCTS clock tree
     - done
   * - DRT antenna net count
     - 0
   * - Chain of cells forming the critical path
     - nor3_2 -> nor2_1 -> inv_1
   * - Global-route usage over all layers
     - 0.04269
   * - Final setup violation count
     - 0
   * - Clock share of power
     - 0.190
   * - Share of total power in combinational logic
     - 0.333
   * - Critical Path Max Stage Delay
     - 0.48 ns
   * - Clock Sinks
     - 19
   * - Crit path kind
     - reg2reg
   * - Routed via count divided by cell count
     - 3.947
   * - Power Density
     - 1300 mW/mm^2
   * - Chip Footprint
     - 0.007921 sq mm
   * - Overall power of the completed layout
     - 1.405 mW
   * - Number of antenna violations at the first check in global routing
     - 0
   * - Clock transition at the registers of the reported paths
     - 0.06 ns
   * - Max Fclk
     - 623.5 MHz
   * - Summed instance area of the synthesized netlist
     - 825.8 sq um
   * - Cts hold-fix bufs
     - 0
   * - Setup skew after layout
     - 0.0008725 ns
   * - Number of design-rule violations left by the first detailed-router iteration
     - 12
   * - Wire length of the first global-routing pass
     - 2697 um
   * - Endpoint kind of the worst setup timing path
     - flip-flop
   * - Total antenna diodes in the routed design
     - 0
   * - Kind of start point of the critical path
     - flip-flop
   * - Critical path data required time
     - 1.83 ns
   * - Pin count of the biggest net entering global routing
     - 11
   * - Worst skew pair latency
     - 0.25 ns
   * - Most used cells in the layout excluding fill and tap cells
     - clkdlybuf4s50_1 (15), edfxtp_1 (7), dfrtp_1 (7)
   * - Critical-path cell with the highest stage delay
     - nor3_2
   * - Final worst-path setup slack
     - 0.2962 ns
   * - Number of placed I/O pins
     - 16
   * - Sum Neg Setup Slack
     - 0 ns
   * - Sequential cell fraction of total power
     - 0.478
   * - Worst slack at placement
     - 0.3316 ns
   * - Least-Margin Pin Slew
     - 0.5018 ns
   * - Class of the most critical hold timing path
     - in2async
   * - Tally of OpenROAD warnings
     - 25
   * - Vertical die dimension
     - 89 um
   * - Number of buffers created by CTS
     - 3
   * - Vias in the first global route
     - 544
   * - Most frequently placed logic cell in the final layout
     - clkdlybuf4s50_1
   * - Number of flip-flops in the largest register
     - 8
   * - Unrepaired setup endpoints after global routing
     - false
   * - CTS root buf
     - clkbuf_8
   * - Remaining Overflow, GRT
     - 0
   * - Count of input and output buffers
     - 15
   * - Ys cells
     - 58
   * - Arrival time of the worst setup path
     - 1.54 ns
   * - Overall via count from detail_route
     - 517
   * - Sequential area share after synthesis
     - 0.5955
   * - Share of final-layout standard cells stronger than drive strength 1
     - 0.2597
   * - Post-layout minimum cycle time
     - 1.604 ns
   * - Routability Congestion
     - 0.7965
   * - Aggregate routed wire length
     - 1628 um
   * - Net switching power of the design
     - 0.4268 mW
   * - Synthesized chip area reported by yosys
     - 825.8 sq um
   * - Registers, synthesis
     - 19
   * - Area added between synthesis and finish
     - 30.91%
   * - Headroom to the max-slew limit
     - 0.6637
   * - DPL Wire Length
     - 1304 um
   * - Count of mapped cells out of synthesis
     - 58
   * - Area of the core region
     - 0.004661 sq mm
-- metal layers --
metal  share of wire  GRT usage
met4           0.020    0.01012
met1            0.46    0.05623
met2            0.47    0.06649
met3           0.053    0.01469
met5               0          0
-- synthesized netlist by cell type (all sizes together) --
| cell | instances | area share |
|---|---|---|
| dfxtp | 4 | 0.097 |
| or2 | 1 | 0.0076 |
| o22ai | 1 | 0.0076 |
| nand2 | 2 | 0.0091 |
| a31o | 1 | 0.011 |
| nor2 | 4 | 0.018 |
| xnor2 | 1 | 0.011 |
| ha | 1 | 0.015 |
| mux2i | 1 | 0.012 |
| nor4b | 1 | 0.029 |
| buf | 2 | 0.027 |
| nor4 | 2 | 0.015 |
| mux2 | 3 | 0.041 |
| a32o | 2 | 0.024 |
| nor3 | 2 | 0.032 |
| and3 | 1 | 0.014 |
| dfstp | 1 | 0.032 |
| inv | 4 | 0.018 |
| edfxtp | 7 | 0.25 |
| dfrtp | 7 | 0.21 |
| a22o | 9 | 0.10 |
| a211oi | 1 | 0.0091 |
-- path summary, 6_finish.rpt --
| check | endpoint | from | slack, ns | cells after the start |
|---|---|---|---|---|
| worst max-delay path | A_reg[1] | current_state[2] | 0.30 | 3 |
| worst min-delay path | current_state[1] | ARESETN | 0.35 | 1 |
| worst max register to register | A_reg[1] | current_state[2] | 0.30 | 3 |
| worst min register to register | done_reg | done_reg | 0.46 | 1 |
| max in group asynchronous | B_temp[2] | ARESETN | 1.18 | 2 |
| min in group clk0 | done_reg | done_reg | 0.46 | 1 |
-- stage by stage --
stage                     instances  instance area, sq um  utilization
after CTS                       131                  1081       0.2319
after detailed placement        127                  1036       0.2223
after global routing            131                  1081       0.2319
after floorplan                  58                 825.8            -
final                           131                  1081       0.2319
after global placement          127                  1036       0.2223
-- power by group through the flow --
stage	combinational (mW)	clock (mW)	sequential, mW
4_1_cts	0.473	0.276	0.673
5_1_grt	0.518	0.292	0.690
6_report	0.467	0.266	0.671
-- cells by family after synthesis --
kind of cell	synth area share
flops	0.5955
xor+xnor	0.01061
buf+inv	0.04545
fa+ha+maj	0.01515
simple gates	0.1242
compound gates	0.1561
mux	0.05303
-- cell type report --
cell class                      instances  area [sq um]
Fill cell                             470          3580
Clock buffer                            4         45.04
Multi-Input combinational cell         33         296.5
Tap cell                               54         67.56
Sequential cell                        19         491.7
Inverter                                4         15.01
Timing Repair Buffer                   17         165.2
-- worst max-delay path: cells and delay by family, from the launching register on --
| family | cells | cell delay, ns |
|---|---|---|
| AND/OR/NAND/NOR | 2 | 0.59 |
| flip-flops | 1 | 0.45 |
| buffers and inverters | 1 | 0.24 |
Power and IR drop assume default switching activity.
