==> flow/design.v <==
`timescale 1ns / 1ps
module Bit_Counter(
    input i_clk,
    input i_rst_n,
    input i_start,
    input i_load,
    input [7:0] i_data,
    output [3:0] o_sum,
    output o_done
    );
  reg selD;
  reg [7:0] data_in; 
  reg [3:0] sum_in;
  reg [3:0] sum_reg;
  reg done_reg;
  wire z;
  reg [1:0] current_state,next_state; 
  reg [3*40:1] DISLAY_STATE;
  parameter idle = 0,ready = 1, process = 2, finish = 3;
 always @(posedge i_clk or negedge i_rst_n)  
  begin 	
	   if (!i_rst_n) 
	    current_state <= idle;
	   else
	    current_state <= next_state;
  end 
 always@(*) 
  begin
     case(current_state) 
      idle:begin  
	    if(!i_start) 
	     next_state =idle;
       else
	     next_state = ready;
       end
      ready:begin 
	    if(!i_load)	 
	     next_state = ready;
	    else
	     next_state = process; 
       end
	   process:begin 
	    if (!z)
	     next_state = process;
	    else
	     next_state = finish;
	    end
      finish:begin 
       if (!i_start)
        next_state = finish;
       else
	     next_state = idle; 
	    end 
	  default: next_state = idle; 
    endcase 	  
 end 
 always@(*)
  begin 
   case(current_state)
	  idle:begin  
		 selD = 1'b1;
	  end
	  ready:begin 
	    selD = 1'b1;
	  end
     process:begin 
		 selD =1'b0;
	  end
	  finish:begin
		 selD = 1'b0;
	  end
   endcase 
 end	
 always@(posedge i_clk or negedge i_rst_n) 
   if(!i_rst_n) begin
   	sum_in <= 0;
   end else if(selD == 1'b1) begin 
 	   data_in <= i_data ;
      sum_in <= 0; 
   end else begin if (data_in[7] == 1) begin    
		sum_in <= sum_in + 1;
      data_in <= data_in << 1;			 
   end else begin  
		sum_in <= sum_in;
	   data_in <= data_in << 1;
   end 
 end
  assign z = (data_in[7:0] == 0)? 1'b1:1'b0;  
  assign o_done = done_reg ;
  assign o_sum = sum_reg ;
 always @(*)
   begin
	  if(!i_rst_n) begin
       data_in <= 8'hZ;  
	    done_reg <=1'hZ; 
	    sum_reg <= 3'hZ;  
	  end else begin if (current_state == finish) begin
	    done_reg <= 1'b1;
       sum_reg <= sum_in; 
	  end else if (current_state == idle && i_start == 1)  
	    done_reg <= 1'b0;
	  else if (next_state == idle)
	    sum_reg <= 1'b0;
    end
 end
 always @(current_state) begin
    case (current_state)     
   	 idle: DISLAY_STATE ="IDLE";   
		 ready: DISLAY_STATE ="READY";
       process: DISLAY_STATE ="Process ";          
       finish: DISLAY_STATE =" Finish ";
    endcase
 end
endmodule
==> flow/run.sh <==
#!/bin/bash
# OpenROAD 26Q1-2900-gdf79404cd8, Yosys 0.63+post, stock flow scripts
make -C /OpenROAD-flow-scripts/flow DESIGN_CONFIG=/design/flow/config.mk WORK_HOME=/design/flow/orfs finish
==> flow/config.mk <==
export PLATFORM = sky130hd
export DESIGN_NAME = Bit_Counter
export DESIGN_NICKNAME = Bit_Counter
export VERILOG_FILES = /design/flow/design.v
export SDC_FILE = /design/flow/constraint.sdc
export NUM_CORES = 4
export LEC_CHECK = 1
export CORE_AREA = 10 10 70 70
export DIE_AREA = 0 0 80 80
==> flow/constraint.sdc <==
current_design Bit_Counter

set clk_period 1.1
set clk_io_pct 0.2

create_clock -name clk0 -period $clk_period [get_ports {i_clk}]

set non_clock_inputs [all_inputs -no_clocks]
set_input_delay [expr $clk_period * $clk_io_pct] -clock clk0 $non_clock_inputs
set_output_delay [expr $clk_period * $clk_io_pct] -clock clk0 [all_outputs]
==> results.toml <==
# synthesis and place-and-route metrics
[floorplanning]
dieArea_um2 = 6400
fp.dieH_um = 80
core_area_um2 = 3420
fp_util_pct = 6.23
pin_count = 17
dieWidth_um = 80
std_cell_rows = 21

[global_routing]
grt_use_total_pct = 1.60
grt_pass1_wl_um = 731
grt_overflow = 0
grt_pass1_vias = 153
grt_max_degree = 6
antenna_found_initial = 0

[clock_network]
cts_max_level = 1
insertion_delay_ns = 0.24
clk_pin_slew_worst_paths_ns = 0.04
cts-hold-fix-buffers = 0
clk_path_buf_depth = 2
cts_setup_buffers = 0
cts_tree = "done"
cts_buffers = 3
cts_root_buf = "clkbuf_4"
cts_resized = 0

[setup_path]
cp-start-kind = "primary input"
cp_data_required_time_ns = 1.26
critPathKind = "in2reg"
setup.worst_path.end_class = "flip-flop"
crit_arrival_ns = 1.07
crit_fanout = 4

[route]
highest_layer = "met3"
viasPerCell = 1.88
drtIter0Drc = 3
m1WireLength_um = 192
routed_wl_um = 431
wl_per_cell_um = 5.90
dr_wl_met2_um = 124
ant_nets = 0
vias = 137
drc = 0
wl_met3_um = 114
firstDrtPassIters = 2
diodes = 0

[sta]
slew_violations = 0
fmax_mhz = 1100
unclocked_pins = 1
finalSetupTns_ns = 0
rsz0062_at_grt = "no"
fin_ws_ns = 0.194
hold_violations = 0
untimed_endpoints = 2
finClkSkew_ns = 0.000838
hold_slack_ns = 0.193
setup_viol = 0
post-route-min-period_ns = 0.906
finalCritPeriodShare_pct = 82.4

[power_and_ir_drop]
finalPower_mw = 0.371
p_per_area_nw_per_um2 = 1170
total_leakage_power_nw = 0.123
peakVddDrop_mv = 0.197

[place]
hpwl_um = 352
dp.cells = 69
gp_congestion = 0.649
io_buffer_count = 4
pre_cts_ws_ns = -0.0581
post_dp_cell_area_um2 = 292

[final_layout]
final_cell_mix = "4 x conb_1, 4 x clkdlybuf4s50_1, 3 x clkbuf_4, 3 x dfrtp_1"
area_delta_synth_final_pct = 49.4
fin_area_um2 = 318
largest_register_ffs = 4
fin_util_pct = 9.30
drive_gt1_share_pct = 18.5
fin_cells = 73

[synth]
syn_avg_cell_area_um2 = 10.6
synth_cells = 20
yosys_area_um2 = 213
ys_cells = 20
ys_types = 13
synth_flop_count = 5
synth_area_um2 = 213
yosysWarnings = 20

[hold_path]
hold_class = "in2async"

[flow_run]
drv_cap = 0
tool_warnings = 33

[status]
status = "complete, no violations"
[final timing paths]
check / startpoint / end / slack, ns / cells after the start
hold / removal: i_rst_n / current_state[2] / 0.19 / 1
setup reg to reg: current_state[1] / current_state[2] / 0.26 / 2
setup / recovery: i_start / current_state[0] / 0.19 / 3
hold reg to reg: current_state[2] / current_state[1] / 0.49 / 1
max in group asynchronous: i_rst_n / current_state[0] / 0.66 / 1
min in group clk0: current_state[2] / current_state[1] / 0.49 / 1
[logic make-up after synthesis]
logic type | after synthesis | synth area share (%)
AOI/OAI and AO/OA | 5 | 15.9
buffers and inverters | 6 | 17.6
DFF | 4 | 47.6
latches | 1 | 7.06
other | 1 | 1.76
and+or+nand+nor | 3 | 10.0
[synth_stat cells]
cell / n / area (um^2)
nor2b_1: 1 / 6.26
and3b_1: 1 / 8.76
dlxtn_1: 1 / 15.0
conb_1: 1 / 3.75
dfrtp_1: 3 / 75.1
a21oi_1: 1 / 5.00
or2_2: 1 / 6.26
dfstp_2: 1 / 26.3
buf_4: 4 / 30.0
a21o_1: 2 / 15.0
a211o_1: 1 / 8.76
inv_1: 2 / 7.51
o21ai_0: 1 / 5.00
[worst max-delay path: stages]
cell and delay [ns]:
clkdlybuf4s50_1 0.52, nor2b_1 0.07, a211o_1 0.26
[report_power, final]
part               switching [mW]  internal [mW]  total (mW)  leakage [nW]
sequential     0.0000000000000123          0.148       0.148        0.0453
clock                      0.0683          0.137       0.205        0.0150
combinational             0.00746         0.0103      0.0178        0.0631
[metal layers]
| metal | global-route usage (%) | vias up |
|---|---|---|
| li1 | - | 72 |
| met5 | 0 | - |
| met1 | 1.74 | 55 |
| met3 | 2.61 | 0 |
| met2 | 1.44 | 10 |
| met4 | 0.352 | 0 |
[area by class of cell]
class	instances	area, um^2
Multi-Input combinational cell	12	70.1
Clock buffer	4	26.3
Sequential cell	5	116
Tap cell	46	57.6
Inverter	2	7.51
Fill cell	406	3100
Timing Repair Buffer	4	40.0
Power and IR drop assume default switching activity.
