### flow/design.v
`timescale 1ns / 1ps
module ExponentialFunction(input ACLK,
								   input ARESETN,
									input start,
								   input  [1:0] X,
								   input  [1:0] A,
								   output [3:0] P,
									output done
								   );
	reg	selA;
	reg 	selP;
	wire	Z;
	reg	[1:0]		cnt;
	reg	[3:0]		P1;
	reg	[3:0]		P_reg;
	wire	[3:0]		P_temp;
	reg 	done_reg;
	reg	stop;
	parameter IDLE 		= 2'b00,
				 PROCESS		= 2'b01,
				 FINISH		= 2'b10;
	reg 	[1:0]		current_state, next_state;
	always @(posedge ACLK or negedge ARESETN) begin
		if(!ARESETN) begin
			current_state 	<= IDLE;
		end
		else
			current_state 	<= next_state;
	end
	always @(*) begin
		case(current_state)
			IDLE: begin
				if(!start)
					next_state <= IDLE;
				else
					next_state <= PROCESS;
			end
			PROCESS: begin
				if(!Z)
					next_state <= PROCESS;
				else
					next_state <= FINISH;
			end
			FINISH: begin
				if(!start) 
					next_state <= IDLE;
				else
					next_state <= FINISH;
			end
			default: next_state <= IDLE;
		endcase
	end
	always @(*)begin
		case(current_state)
			IDLE: begin
				selA <= 1'b1;
				selP <= 1'b1;
			end
			PROCESS: begin
				selA <= 1'b0;
				selP <= 1'b0;
			end
			FINISH: begin
				selA <= 1'b0;
				selP <= 1'b0;
			end
		endcase
	end
	always @(posedge ACLK) begin
		if(selA)
			cnt <= A - 1;
		else
			cnt <= cnt - 1;
	end
	assign Z = (cnt == 2'b00)? 1'b1:1'b0;
	always @(posedge ACLK) begin
		if(selP)
			P1 <= 1;
		else if(!done)
			P1 <= P_temp;
	end
	assign P_temp = P1 * X;
	assign P = P_reg;
	assign done = done_reg;
	always @(posedge ACLK or negedge ARESETN) begin
		if(!ARESETN)begin
			done_reg <= 1'b0;
			stop		<= 1'b0;
		end 
		else begin 
			if(next_state == FINISH) begin
				done_reg <= 1'b1;
				stop		<= 1'b1;
			end
			else if(next_state == IDLE)
				done_reg <= 0;
			else if(current_state == FINISH)
				stop	<= 1'b0;
		end
	end
	always @(posedge ACLK) begin
		if(stop)
			P_reg	<= P1;
	end
endmodule
### flow/run.sh
#!/bin/bash
# OpenROAD 26Q1-2900-gdf79404cd8, Yosys 0.63+post, stock flow scripts
make -C /OpenROAD-flow-scripts/flow DESIGN_CONFIG=/design/flow/config.mk WORK_HOME=/design/flow/orfs finish
### flow/config.mk
export PLATFORM = sky130hd
export DESIGN_NAME = ExponentialFunction
export DESIGN_NICKNAME = ExponentialFunction
export VERILOG_FILES = /design/flow/design.v
export SDC_FILE = /design/flow/constraint.sdc
export NUM_CORES = 4
export LEC_CHECK = 1
export CORE_AREA = 10 10 78 78
export DIE_AREA = 0 0 88 88
### flow/constraint.sdc
current_design ExponentialFunction

set clk_period 1.7
set clk_io_pct 0.2

create_clock -name clk0 -period $clk_period [get_ports {ACLK}]

set non_clock_inputs [all_inputs -no_clocks]
set_input_delay [expr $clk_period * $clk_io_pct] -clock clk0 $non_clock_inputs
set_output_delay [expr $clk_period * $clk_io_pct] -clock clk0 [all_outputs]
==> impl_metrics.prom <==
# HELP chip_impl_metric Implementation results
# TYPE chip_impl_metric gauge
chip_impl_metric{name="critical_path_required",unit="ps"} 1360
chip_impl_metric{name="die_x",unit="microns"} 88
chip_impl_metric{name="clock_power_share",unit="%"} 21.8
chip_impl_metric{name="globalRoute.totalOverflow",unit=""} 0
chip_impl_metric{name="pin_count_of_the_biggest_net_entering_global_routing",unit=""} 9
chip_impl_metric{name="synth_cell_types",unit=""} 29
chip_impl_metric{name="antenna_violating_nets_remaining",unit=""} 0
chip_impl_metric{name="fa_ha_area_share",unit="%"} 4.971
chip_impl_info{name="synth.comb.largest_family",value="simple AND/OR/NAND/NOR gates"} 1
chip_impl_info{name="cts_root_buf",value="clkbuf_8"} 1
chip_impl_metric{name="worstMarginPinSlew",unit="ps"} 282.5
chip_impl_info{name="holdCritPathClass",value="in2async"} 1
chip_impl_metric{name="yosys_warnings",unit=""} 1
chip_impl_metric{name="grt_use_total",unit="%"} 2.908
chip_impl_metric{name="syn-mean-instance-area",unit="sq um"} 11.69
chip_impl_metric{name="die_h",unit="microns"} 88
chip_impl_info{name="top_layer_used",value="met4"} 1
chip_impl_metric{name="basic_gate_share_of_the_synthesized_area_counting_and_or_nand_and_nor_cells",unit="%"} 13.77
chip_impl_metric{name="power.internal",unit="uW"} 880.3
chip_impl_metric{name="floorplan.initialDensity",unit="%"} 14.82
chip_impl_metric{name="cts-hold-fix-buffers",unit=""} 0
chip_impl_info{name="timing_worst_setup_path_type",value="reg2out"} 1
chip_impl_metric{name="ios",unit=""} 12
chip_impl_metric{name="clkLatencyLatePin",unit="ps"} 240
chip_impl_metric{name="place_hpwl",unit="microns"} 962.8
chip_impl_metric{name="detailroute.wirelength.met2",unit="microns"} 463
chip_impl_metric{name="drt_initial_violations",unit=""} 49
chip_impl_metric{name="grt_first_pass_wirelength",unit="mm"} 1.869
chip_impl_metric{name="via_count_of_the_first_global_routing_pass",unit=""} 442
chip_impl_metric{name="ir_worst_vdd",unit="mV"} 0.3080
chip_impl_metric{name="drive_gt1_share",unit="%"} 19.44
chip_impl_metric{name="clock_skew",unit="ps"} 0.3176
chip_impl_metric{name="io_buffers",unit=""} 11
chip_impl_metric{name="layout_worst_path_cycle_share",unit="%"} 93.96
chip_impl_metric{name="power.static_leakage",unit="uW"} 0.0003526
chip_impl_metric{name="powerDensity",unit="nW/um^2"} 1392
chip_impl_metric{name="post_synth_inst_count",unit=""} 56
chip_impl_metric{name="drv.max_cap_violation_count",unit=""} 0
chip_impl_metric{name="post-cts-setup-buffers",unit=""} 0
chip_impl_metric{name="unclocked_regs",unit=""} 1
chip_impl_metric{name="synth-area-yosys",unit="sq um"} 654.4
chip_impl_metric{name="route.detailed.vias_per_inst",unit=""} 3.597
chip_impl_info{name="run_status",value="complete, no violations"} 1
chip_impl_metric{name="synth_stat.cells",unit=""} 56
chip_impl_metric{name="number_of_standard_cell_rows_in_the_floorplan",unit=""} 24
chip_impl_metric{name="synth.mux.area_fraction",unit="%"} 6.883
chip_impl_metric{name="unconstrained_endpoints",unit=""} 1
chip_impl_metric{name="dr_wl_met3",unit="microns"} 67
chip_impl_metric{name="area_growth_syn_to_layout",unit="%"} 34.42
chip_impl_metric{name="cp.arrival",unit="ps"} 1260
chip_impl_metric{name="cts_max_level",unit=""} 1
chip_impl_metric{name="clock_path_buffers",unit=""} 2
chip_impl_info{name="crit_slowest_cell",value="clkdlybuf4s50_1"} 1
chip_impl_metric{name="synthXorXnorAreaFrac",unit="%"} 1.338
chip_impl_metric{name="post-route-min-period",unit="ps"} 1597
chip_impl_metric{name="cpPeakStageDelay",unit="ps"} 520
chip_impl_metric{name="power.share.switching",unit="%"} 28.09
chip_impl_metric{name="fin_ws",unit="ps"} 102.8
chip_impl_metric{name="route.antenna.diode_count",unit=""} 0
chip_impl_metric{name="finalSetupViolCount",unit=""} 0
chip_impl_metric{name="final-hold-violation-count",unit=""} 0
chip_impl_metric{name="final_count_of_pins_violating_max_slew",unit=""} 0
chip_impl_metric{name="path_clk_slew",unit="ps"} 50
chip_impl_info{name="timing.critical_path.max_delay_family",value="buffers and inverters"} 1
chip_impl_metric{name="wl_per_cell",unit="microns"} 9.315
chip_impl_metric{name="combinationalPowerShare",unit="%"} 24.0
chip_impl_info{name="type_of_destination_of_the_critical_path",value="primary output"} 1
chip_impl_metric{name="cp_max_fo",unit=""} 8
chip_impl_info{name="worstPathCellList",value="clkdlybuf4s50_1"} 1
chip_impl_metric{name="cp.buffers_inverters",unit=""} 1
chip_impl_info{name="tritoncts",value="done"} 1
chip_impl_metric{name="achievable-frequency",unit="MHz"} 626.1
chip_impl_metric{name="maxSlewHeadroom",unit="%"} 81.17
chip_impl_metric{name="die_area",unit="sq um"} 7744
chip_impl_metric{name="seq_power_share",unit="%"} 54.3
chip_impl_metric{name="via_count",unit=""} 446
chip_impl_metric{name="remaining_drc_errors",unit=""} 0
chip_impl_info{name="cp_launch_type",value="flip-flop"} 1
chip_impl_metric{name="net-switching-power",unit="uW"} 343.9
chip_impl_metric{name="core_area",unit="sq um"} 4414
chip_impl_metric{name="syn-cell-area",unit="sq um"} 654.4
chip_impl_metric{name="gpl.final_weighted_congestion",unit=""} 0.8171
chip_impl_metric{name="fin_tns_setup",unit="ps"} 0
chip_impl_metric{name="log.warning_count",unit=""} 25
chip_impl_metric{name="wl",unit="mm"} 1.155
chip_impl_metric{name="pre_cts_slack",unit="ps"} -363.6
chip_impl_metric{name="detail_route.first_pass.iterations",unit=""} 3
chip_impl_info{name="unrepaired_setup_endpoints_after_global_routing",value="false"} 1
chip_impl_metric{name="ys_sh_aoi",unit="%"} 10.71
chip_impl_metric{name="synth_flops",unit=""} 16
chip_impl_metric{name="number_of_antenna_violations_at_the_first_check_in_global_routing",unit=""} 0
chip_impl_metric{name="cts-buffers-inserted",unit=""} 3
chip_impl_metric{name="met1_length",unit="microns"} 567
[cell usage in the layout, fill, tap and decap left out, drive strengths merged, types with 2 or more instances in the layout]
master	n
clkbuf	4
edfxtp	4
nor3	2
nor2	7
and2	2
dfrtp	4
buf	2
a21boi	2
o21ai	2
nand2	5
mux2i	3
dlygate4sd2	2
dfxtp	6
inv	4
clkdlybuf4s50	9
[cells by family (layout without fill, tap and decap cells)]
| family | Yosys count | after routing |
|---|---|---|
| AND/OR/NAND/NOR | 19 | 19 |
| flip-flops | 15 | 15 |
| AND-OR/OR-AND | 9 | 9 |
| buffers and inverters | 5 | 21 |
| multiplexers | 4 | 4 |
| adder cells (fa/ha/maj) | 2 | 2 |
| XOR/XNOR | 1 | 1 |
| latches | 1 | 1 |
[worst paths after layout]
kind	startpoint	end	slack, ps	depth (start not counted)
worst min register to register	P1[1]	P_reg[1]	460	0
worst min-delay path	ARESETN	done_reg	320	1
worst max-delay path	done_reg	done	100	1
max in group asynchronous	ARESETN	current_state[0]	1140	1
min in group clk0	P1[1]	P_reg[1]	460	0
worst max register to register	P1[0]	P1[3]	130	7
[synth_stat cells, drive strengths merged]
master | instances | area [sq um]
dfxtp | 6 | 120.1
fa | 1 | 20.02
nand3 | 1 | 5.000
a211o | 1 | 8.760
dfrtp | 4 | 100.1
ha | 1 | 12.51
nor3 | 2 | 10.01
dfstp | 1 | 26.28
nor2 | 7 | 26.28
a21boi | 2 | 15.01
a22oi | 1 | 12.51
o21ai | 2 | 13.76
mux2 | 1 | 11.26
a21oi | 1 | 5.000
inv | 4 | 15.01
dlxtn | 1 | 15.01
buf | 1 | 11.26
and2 | 2 | 12.51
nand2 | 5 | 18.77
and3b | 1 | 10.01
o22ai | 1 | 6.260
edfxtp | 4 | 120.1
nand3b | 1 | 7.510
xnor2 | 1 | 8.760
o2111ai | 1 | 8.760
mux2i | 3 | 33.78
[per-layer routing]
layer	global-route usage (%)	vias up
met4	1.449	0
met2	3.638	11
met3	1.123	4
met5	0	-
li1	-	225
met1	4.210	206
[what timing repair did]
action | in CTS | in global routing
gates resized | 3 | 1
pin swaps | 3 | 0
setup endpoints to repair | 1 | 1
[power groups by stage]
stage,sequential [uW],combinational (uW),clock (uW)
4_1_cts,666,298,276
5_1_grt,686,328,300
6_report,664,294,266
[area by class of cell]
| cell class | count | area [sq um] |
|---|---|---|
| Timing Repair Buffer | 13 | 122.6 |
| Sequential cell | 16 | 382.9 |
| Multi-Input combinational cell | 35 | 249.0 |
| Fill cell | 458 | 3535 |
| Clock buffer | 4 | 45.04 |
| Inverter | 4 | 15.01 |
| Tap cell | 52 | 65.06 |
[through the flow]
stage	cells	hold slack, ps	util [%]	total power (uW)	instance area [sq um]
2_1_floorplan	56	44.41	-	839.3	654.4
3_3_place_gp	120	468.3	18.88	957.4	833.3
3_5_place_dp	120	474.1	18.88	969.4	833.3
4_1_cts	124	321.1	19.90	1240	878.3
5_1_grt	124	330.1	19.93	1314	879.6
6_report	124	316.4	19.93	1224	879.6
No activity file was given, so power comes from the tool's default toggle rates.
